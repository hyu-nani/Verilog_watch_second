==> /design/flow/design.v <==
module clk_div(
	clk,
	rst,
	myclk);
	input clk,rst;
	output	myclk;
	reg	[21:0]	cnt_myclk;
	reg				myclk;
	always @(posedge clk or negedge rst) begin
		if(!rst)begin
			cnt_myclk	<=	0;
			myclk			<=	0;
			end
		else if(cnt_myclk == 22'd2499999)begin
			cnt_myclk	<=	0;
			myclk			<=	~myclk;
			end
		else
			cnt_myclk	<=	cnt_myclk + 1'b1;
	end
endmodule
module d_ff(
	clk,
	rst,
	set,
	d,
	q,
	qb);
	input 			clk, rst, set;
	input 			d;
	output 			q, qb;
	reg				q;
	assign			qb	=	~q;
	always @ (posedge clk or negedge rst or negedge set) begin
		if(!rst)
			q <= 0;
		else if(!set)
			q <= 1;
		else
			q <= d;
	end
endmodule
module	debouncer_clk	(
	clk,	 
	rst,	 
	in,	 
	out);	 
	input			clk;
	input			rst;
	input			in;
	output		out;
	wire			myclk;		 
	wire			q,		q3,	qb2,	qb4;
	wire			out2;
	clk_div					U0	(
	 	.clk				(clk),
	 	.rst				(rst),
	 	.myclk			(myclk));	 
	d_ff						U1	(
	 	.clk				(myclk),
	 	.rst				(rst),
	 	.set				(1'b1),
	 	.d					(in),
	 	.q					(q));
	d_ff						U2	(
	 	.clk				(myclk),
	 	.rst				(rst),
	 	.set				(1'b1),
	 	.d					(q),
	 	.qb				(qb2));
	d_ff						U3	(
	 	.clk				(clk),
	 	.rst				(rst),
	 	.set				(1'b1),
	 	.d					(out2),
	 	.q					(q3));
	d_ff						U4	(
	 	.clk				(clk),
	 	.rst				(rst),
	 	.set				(1'b1),
	 	.d					(q3),
	 	.qb				(qb4));
	assign	out2	=	q	&	qb2;
	assign	out	=	q3	&	qb4;
endmodule
==> /design/flow/run.sh <==
#!/bin/bash
# OpenROAD 26Q1-2900-gdf79404cd8, Yosys 0.63+post, stock flow scripts
make -C /OpenROAD-flow-scripts/flow DESIGN_CONFIG=/design/flow/config.mk WORK_HOME=/design/flow/orfs finish
==> /design/flow/config.mk <==
export PLATFORM = sky130hd
export DESIGN_NAME = debouncer_clk
export DESIGN_NICKNAME = debouncer_clk
export VERILOG_FILES = /design/flow/design.v
export SDC_FILE = /design/flow/constraint.sdc
export NUM_CORES = 4
export LEC_CHECK = 1
export CORE_AREA = 10 10 113 113
export DIE_AREA = 0 0 123 123
==> /design/flow/constraint.sdc <==
current_design debouncer_clk

set clk_period 4.7
set clk_io_pct 0.2

create_clock -name clk0 -period $clk_period [get_ports {clk}]

set non_clock_inputs [all_inputs -no_clocks]
set_input_delay [expr $clk_period * $clk_io_pct] -clock clk0 $non_clock_inputs
set_output_delay [expr $clk_period * $clk_io_pct] -clock clk0 [all_outputs]
==> ci_impl_report.md <==
### Metrics collected by this job

| Metric | Value |
|---|---|
| Outcome | completed |
| Origin of the critical flop-to-flop path | U0.cnt_myclk[12]$_DFF_PN0_ |
| Tcrit/Tclk final | 45.3% |
| Setup bufs post-CTS | 0 |
| Final WL | 1.99 mm |
| Top delay family on crit path | buffers and inverters |
| Largest net degree at the start of global routing | 28 |
| Initial antenna violation count | 0 |
| Final Slew Violations | 0 |
| Critical path type | register to primary output |
| Worst Setup SP | U4.q$_DFF_PN0_ |
| Logic area | 538 um2 |
| Critical path fanouts, max | 1 |
| Post-Syn Instances | 112 |
| Most frequent cells in the layout | dfrtp_1 (27), xnor2_1 (12), nor2_1 (9), nand2_1 (8), nand4_1 (7) |
| Pwr/cell area | 231 mW/mm2 |
| Final Core Density | 14.4% |
| Worst-Margin Slew | 782 ps |
| Root buffer cell | clkbuf_8 |
| GRT Resource Usage Total | 2.69% |
| Post-route setup TNS | 0 ps |
| Total CTS buffers | 3 |
| Max Cap Violations | 0 |
| Vias in the first global route | 765 |
| Final ANT Viol Nets | 0 |
| Fillers | 1140 |
| Leak | 0.000571 uW |
| RSZ-0062 raised after global routing | false |
| Die Size | 0.0151 mm2 |
| Post-CTS Resized | 0 |
| GPL Wtd Cong | 0.807 |
| Worst min path class | register to register |
| Setup crit start kind | register |
| Vias | 813 |
| First-pass GRT wire length | 3.37 mm |
| Overall Power | 343 uW |
| CP bufs+invs | 1 |
| Die Y | 123 um |
| Top cell excl fill/tap | dfrtp_1 |
| # setup viols final | 0 |
| Max stage delay on crit path | 470 ps |
| Worst-path cell chain | nor2b_1, clkdlybuf4s50_1 |
| CTS tree | yes |
| Max Fclk | 470 MHz |
| CTS max path bufs | 2 |
| DR DRC count | 0 |
| Ys cells | 112 |
| CP max stage cell | clkdlybuf4s50_1 |
| Row count | 37 |
| Hold Vio Cnt, Final | 0 |
| Post-synth seq share | 55.2% |
| Vias/cell | 3.18 |
| Synthesized area per cell | 10.9 um2 |
| Layout cells sized above 1 | 10.8% |
| Hold Crit Start | U3.q$_DFF_PN0_ |
| Layout area overhead | 21.4% |
| Wirelength per Cell | 7.79 um |
| Peak VDD IR | 0.107 mV |
| Flops after synth | 27 |
| Die width | 123 um |
| Area taken by flip-flops and latches | 676 um2 |
| Register pins left without a clock | 2 |
| Yosys warns | 3 |
| Placement Setup Slack | 2830 ps |
| Total global routing overflow | 0 |
| Initial DRC count | 39 |
| Endpoints left unconstrained | 3 |
| Worst EP required | 3760 ps |
| Post-CTS Hold Buffers | 0 |
| I/O pins | 4 |
| Clk slew on worst S/H paths | 80 ps |
| Iteration tally of the first detailed-router pass | 4 |
| CP Capture Type | primary output |
| Distinct lib cells used | 29 |
| Chip Area, Yosys | 0.00122 mm2 |
| Clk_skew | 4.11 ps |
| FP Core Util | 11.9% |
| Worst setup margin | 2570 ps |
| Port bufs | 3 |
| Clk Latency, worst-skew pair | 260 ps |
| OpenROAD warnings | 25 |
| Core ar. | 0.0103 mm2 |
| Post-DP HPWL | 1.46 mm |
| Diodes inserted | 0 |
| Critical Path AT | 1190 ps |
| Rel. slew slack | 47.5% |
| Crit path time final | 2130 ps |
| H-tree levels | 1 |
| Post-Syn Area | 0.00122 mm2 |
## sequential cells by signal, indices dropped and copies added (netlist names)
signal and count:
U0.cnt_myclk 22, U0.myclk 1, U1.q 1, U2.q 1
U3.q 1, U4.q 1
## worst register-to-register path, cell delays in order (launching register included)
cell and delay, ps:
dfrtp_1 410, nor4b_1 360, nand3_1 140, nor4_2 510, buf_4 260, nor2_1 60
## cells by family after synthesis
group | synth area share [%]
xor gates and xnor gates | 12.8
and+or+nand+nor | 25.9
AOI/OAI and AO/OA | 3.78
adders and majority gates | 1.02
DFF | 55.2
buffers and inverters | 1.33
## synth_stat cells, drive strengths merged
master / count / share of area, %
a21oi: 4 / 1.6
a31o: 1 / 0.72
and2: 3 / 1.5
and3: 2 / 1.0
and4: 3 / 2.2
buf: 1 / 0.41
dfrtp: 27 / 55
ha: 1 / 1.0
inv: 3 / 0.92
nand2: 8 / 2.5
nand3: 7 / 3.3
nand4: 7 / 3.6
nor2: 9 / 2.8
nor2b: 3 / 1.5
nor3: 3 / 1.2
nor4: 2 / 1.0
nor4b: 1 / 0.72
o21ai: 2 / 0.82
o31ai: 1 / 0.61
or2: 1 / 0.51
or3: 4 / 2.5
or4: 2 / 1.5
xnor2: 13 / 9.9
xor2: 4 / 2.9
## path summary, 6_finish.rpt
check | slack, ps | depth (start not counted) | endpoint
worst max register to register | 2850 | 5 | U0.cnt_myclk[7]$_DFF_PN0_
worst min-delay path | 370 | 0 | U4.q$_DFF_PN0_
worst min register to register | 370 | 0 | U4.q$_DFF_PN0_
max in group asynchronous | 3410 | 2 | U0.cnt_myclk[9]$_DFF_PN0_
min in group asynchronous | 1040 | 2 | U0.cnt_myclk[18]$_DFF_PN0_
worst max-delay path | 2570 | 2 | out
## through the flow
step,hold WS [ps],cells,area [um2]
2_1_floorplan,347,112,1220
3_3_place_gp,355,252,1440
3_5_place_dp,359,252,1440
4_1_cts,379,256,1490
5_1_grt,387,256,1490
6_report,374,256,1490
## routing by layer
layer | up-vias | global-route usage (%) | wire length (um)
met4 | 0 | 0.437 | 39
met1 | 387 | 3.42 | 957
met5 | - | 0 | 0
met3 | 2 | 0.971 | 120
met2 | 16 | 4.38 | 875
li1 | 408 | - | -
## cell type report
| class | instances | area share, % |
|---|---|---|
| inverters | 3 | 0.758 |
| clock buffers | 4 | 3.03 |
| flip-flops and latches | 27 | 45.5 |
| well taps | 136 | 11.5 |
| repair buffers | 5 | 3.03 |
| multi-input cells | 81 | 36.2 |
## where the power goes
part	switching [uW]	internal (uW)	total, uW
Combinational	4.33	1.98	6.31
Clock	61.8	60.4	122
Sequential	0	215	215
Power is estimated from default activity; no workload was simulated.
