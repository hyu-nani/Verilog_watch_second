==> flow/design.v <==
module lcd_driver(
  clk,
  rst,
  en_clk,
  data_char,
  index_char,
  lcd_rs,
  lcd_rw,
  lcd_e,
  lcd_data);
  input         clk,rst,en_clk;
  input   [7:0] data_char;
  output        lcd_rs,lcd_rw,lcd_e;
  output	 [4:0] index_char;
  output  [7:0] lcd_data;
  parameter     IDLE        = 4'h0;
  parameter     FUNC_SET    = 4'h1;
  parameter     DISP_OFF    = 4'h2;
  parameter     DISP_CLEAR  = 4'h3;
  parameter     DISP_ON     = 4'h4;
  parameter     MODE_SET    = 4'h5;
  parameter     PRINT_STRING= 4'h6;
  parameter     LINE2       = 4'h7;
  parameter     RETURN_HOME = 4'h8;
  parameter     T_PW        = 2499999;
  wire  [7:0] data_char;
  reg   [4:0] index_char;
  reg         lcd_rs,lcd_rw,lcd_e;
  wire  [7:0] lcd_data;
  reg   [3:0] state;
  reg	  [3:0] next_state;
  reg   [7:0] data_bus;
  reg   [21:0]cnt_init;
  reg         dly_en_clk;
  reg   [9:0] cnt_en_clk;
  assign  lcd_data  = (lcd_rw ? 8'b0000_0000 : data_bus);
  always @ (posedge clk or negedge rst)begin
    if(!rst)
      cnt_init  <=  0;
    else  begin 
      if(cnt_init >=  T_PW)
        cnt_init  <=  T_PW;
      else
        cnt_init  <=  cnt_init + 1'b1;
    end
  end
  always @ (posedge clk or negedge rst)begin
    if(!rst)
      state <=  IDLE;
    else if(en_clk)
      state <=  next_state;
    else  
      state <=  state;
  end
  always @ (*)begin
    case(state)
      IDLE        : if(cnt_init >= T_PW)
                      next_state  <=  FUNC_SET;
                    else
                      next_state  <=  IDLE;
      FUNC_SET    :   next_state  <=  DISP_OFF;
      DISP_OFF    :   next_state  <=  DISP_CLEAR;
      DISP_CLEAR  :   next_state  <=  DISP_ON;
      DISP_ON     :   next_state  <=  MODE_SET;
      MODE_SET    :   next_state  <=  PRINT_STRING;
      PRINT_STRING: if		(index_char == 15)
                      next_state  <=  LINE2;
                    else if(index_char == 31)
                      next_state  <=  RETURN_HOME;
                    else
                      next_state  <=  PRINT_STRING;
      LINE2       :   next_state  <=  PRINT_STRING;
      RETURN_HOME :   next_state  <=  PRINT_STRING;
      default     :   next_state  <=  IDLE;
    endcase
  end
  always @ (posedge clk or negedge rst)begin
    if(!rst)
      cnt_en_clk  <=  0;
    else if(en_clk)
      cnt_en_clk  <=  0;
    else if(&cnt_en_clk)
      cnt_en_clk  <=  cnt_en_clk;
    else
      cnt_en_clk  <=  cnt_en_clk + 1'b1;
  end
  always @ (posedge clk or negedge rst)begin
    if(!rst)
      index_char <= 1'b0;
    else begin
      if(state == PRINT_STRING && en_clk == 1)begin
        if(index_char < 31)
          index_char  <=  index_char + 1'b1;
        else
          index_char  <=  0;
      end
      else
        index_char  <=  index_char;
    end
  end
  always @ (posedge clk or negedge rst)begin
    if(!rst)
      dly_en_clk  <=  0;
    else
      dly_en_clk  <=  en_clk;
  end
  always @ (posedge clk or negedge rst)begin
    if(!rst)
      lcd_e <=  0;
    else if(state == IDLE)
      lcd_e <=  0;
    else
      if(dly_en_clk)
        lcd_e <=  1;
      else if(&cnt_en_clk)
        lcd_e <=  0;
      else
        lcd_e <=  lcd_e;
  end
  always @ (posedge clk or negedge rst)begin
    if(!rst)begin
      lcd_rs  <=  1'b0;
      lcd_rw  <=  1'b0;
      data_bus<=  8'h00;
    end
    else begin
      case(state)
        IDLE      : begin
          lcd_rs  <=  1'b0;
          lcd_rw  <=  1'b0;
          data_bus<=  8'h01;
        end
        FUNC_SET  : begin 
          lcd_rs  <=  1'b0;
          lcd_rw  <=  1'b0;
          data_bus<=  8'h38;
        end
        DISP_OFF  : begin
          lcd_rs  <=  1'b0;
          lcd_rw  <=  1'b0;
          data_bus<=  8'h08;
        end
        DISP_CLEAR: begin
          lcd_rs  <=  1'b0;
          lcd_rw  <=  1'b0;
          data_bus<=  8'h01;
        end
        DISP_ON   : begin
          lcd_rs  <=  1'b0;
          lcd_rw  <=  1'b0;
          data_bus<=  8'h0C;
        end
        MODE_SET  : begin
          lcd_rs  <=  1'b0;
          lcd_rw  <=  1'b0;
          data_bus<=  8'h06;
        end
        PRINT_STRING: begin
          lcd_rs  <=  1'b1;
          lcd_rw  <=  1'b0;
          data_bus<=  data_char;
        end
        LINE2     : begin
          lcd_rs  <=  1'b0;
          lcd_rw  <=  1'b0;
          data_bus<=  8'hC0;
        end
        RETURN_HOME:  begin
          lcd_rs  <=  1'b0;
          lcd_rw  <=  1'b0;
          data_bus<=  8'h80;
        end
        default   : begin
          lcd_rs  <=  1'b0;
          lcd_rw  <=  1'b0;
          data_bus<=  8'h00;
        end
      endcase
    end
  end
  reg [18*8-1:0]  STATE;
  always @ (*)begin
    case(state)
      IDLE        : STATE <= "IDLE";
      FUNC_SET    : STATE <= "FUNC_SET";
      DISP_OFF    : STATE <= "DISP_OFF";
      DISP_CLEAR  : STATE <= "DISP_CLEAR";
      DISP_ON     : STATE <= "DISP_ON";
      MODE_SET    : STATE <= "MODE_SET";
      PRINT_STRING: STATE <= "PRINT_STRING";
      LINE2       : STATE <= "LINE2";
      RETURN_HOME : STATE <= "RETURN_HOME";
      default     : STATE <= "ERROR";
    endcase
  end
endmodule
==> flow/run.sh <==
#!/bin/bash
# OpenROAD 26Q1-2900-gdf79404cd8, Yosys 0.63+post, stock flow scripts
make -C /OpenROAD-flow-scripts/flow DESIGN_CONFIG=/design/flow/config.mk WORK_HOME=/design/flow/orfs finish
==> flow/config.mk <==
export PLATFORM = sky130hd
export DESIGN_NAME = lcd_driver
export DESIGN_NICKNAME = lcd_driver
export VERILOG_FILES = /design/flow/design.v
export SDC_FILE = /design/flow/constraint.sdc
export NUM_CORES = 4
export LEC_CHECK = 1
export CORE_UTILIZATION = 40
==> flow/constraint.sdc <==
current_design lcd_driver

set clk_period 2.8
set clk_io_pct 0.2

create_clock -name clk0 -period $clk_period [get_ports {clk}]

set non_clock_inputs [all_inputs -no_clocks]
set_input_delay [expr $clk_period * $clk_io_pct] -clock clk0 $non_clock_inputs
set_output_delay [expr $clk_period * $clk_io_pct] -clock clk0 [all_outputs]
==> run summary <==
From the run reports.

- The run finished with clean final reports.
- Post-CTS timing repair inserted 0 buffers for setup.
- The via count normalized by instance count reads 5.41.
- Static timing analysis puts the maximum clock frequency at around 470 MHz.
- The overflow left after global routing reads 0.
- The total negative slack is 0 ns.
- The count of boundary I/O pins reads 27.
- The clock skew reads ~0.0050 ns.
- The number of cells in the yosys synthesis report is 254.
- The worst hold-check path type reads in -> async.
- The hold violation count in the final report reads 0.
- The most common flop cell mapped by yosys reads dfrtp_1.
- The number of gates resized after cts reads 0.
- The post-place setup slack reads 0.644 ns.
- The share of flip-flops with an asynchronous set or reset reads roughly 100%.
- The standard cell core area reads between 6000 and 7000 µm².
- The standby leakage power is 1.49 nW.
- Buffers inserted to repair hold after CTS numbered 0.
- The reg-to-reg endpoint is cnt_init[19].
- The startpoint type of the worst setup path reads a flip-flop.
- The first-iteration detailed-routing DRC count is just over 80.
- The family with the most delay on the worst path reads simple AND/OR/NAND/NOR gates.
- The initial antenna violation count reads 0.
- The placement row count is 29.
- In this run the full chip footprint comes out at between 7000 and 8000 µm².
- The transition time recorded at the tightest slew-check pin is just over 0.6 ns.
- The area growth from synthesis to layout is 19.2%.
- In this run, flip-flops and latches consume a little under half of the power.
- The number of cells on the worst reg-to-reg path reads 4.
- The worst-path maximum fanout reads 9.
- The count of different cell masters after synthesis is ~48.
- The most critical setup path has its startpoint at cnt_init[5].
- The data arrival time of the critical path is between 2 and 2.5 ns.
- According to the floorplan report, the die height is about 84 µm.
- Per the finish-stage timing summary, setup violations number 0.
- The worst-case clock buffer depth reads 2.
- The total number of vias is around 2000.
- The critical path is of the reg -> reg type.
- Per the skew report, the later register of the worst-skew pair sees a clock latency of about 0.34 ns.
- The filler cell count in the final layout reads around 560.
- The clock buffer count from CTS is 9.
- The iteration count recorded for the first detailed-route pass is 21.
- The post-synthesis register bit count is ~57.
- The worst hold margin reads ~0.22 ns.
- For this run, the share of the core covered by cells in the final layout is between 50% and 60%.
- The combinational group share of total power is between 10 and 15%.
- The DRC violation total left in the routed layout is recorded as 0.
- The capturing element type of the critical path reads a flip-flop.
- The number of global-route vias before repair reads between 1500 and 2000.
- Switching power as a fraction of the total was reported as between 20% and 30%.
- The pin count of the biggest net entering global routing reads 29.
- Power spread over the standard cell area amounts to about 660 nW/µm².
- OpenSTA lists the critical path endpoint as cnt_init[19].
- The post-synthesis chip area from yosys is 2700 µm².
- The most frequently placed logic cell in the final layout is dfrtp_1.
- The number of max-capacitance violations reported is 0.
- The post-layout minimum cycle time reads 2.13 ns.
- Setup repair after global routing left no endpoint under its margin.
- The count of cell instances traversed by the critical path reads 4.
- The final tally of max-slew violations reads 0.
- The remaining max-slew budget at the tightest pin is 58.3%.
- The timing report gives the worst reg2reg path a setup slack of between 0.6 and 0.7 ns.
- The initial core utilization is between 40% and 50%.
- The part of the Yosys area used for sequential elements reads a little over half.
- The internal power contribution reads about 1.6 mW.
- The floorplan die width is ~84 µm.
- The Yosys warning count is 1.
- The post-synth tally of flip-flops with integrated enable reads 0.
- The warning total across the stage logs is 26.
- Summed over all nets, the half-perimeter wirelength after detailed placement is between 3000 and 4000 µm.
- The combined buffer and inverter count along the critical path is 0.
- Once routing completed, OpenROAD measured the worst setup slack at around 0.67 ns.
- The number of buffer cells added on primary ports reads 25.
- The netlist area before placement is 2700 µm².
- The total routing usage reported by global routing reads roughly 16%.
- Across the VDD grid, the largest voltage drop is 0.351 mV.
- The clock H-tree reported by CTS has 3 levels.
- TritonCTS built the clock tree.
- The mean post-synth cell area is between 10 and 15 µm².
- Listed in order, past its start point the critical path passes nand4_2 > or4_1 > or4_1 > a211oi_1.
- The routed wire length is roughly 5000 µm.
- The fraction of final layout cells sized beyond drive strength 1 is 10.8%.
- The cell type with the highest occurrence count on the critical path is or4_1.
- The standard cell area after detailed placement is between 3000 and 4000 µm².
- After layout, the worst path uses 76.2% of the clock period.
- The number of sinks driven by the clock tree is about 57.
- TritonRoute output was used to compute an average wire per cell of about 14 µm.
- The source of the worst register-to-register timing path is cnt_init[5].
- The net switching power figure is about 500 µW.
- The library cells used most frequently in the layout, excluding fill and tap cells, are 56 x dfrtp_1, 24 x clkdlybuf4s50_1, 22 x nand2_1, 15 x nand3_1, 14 x nor2_1.
- The final estimated routing congestion in global placement reads between 0.8 and 0.9.
- Looking at the critical path, the single cell with the biggest stage delay is or4_1.
- The area of all placed cells without fillers is between 3000 and 4000 µm².
- CTS placed an instance of clkbuf_8 at the clock tree root.
- The repair_antennas step left the layout with diodes totalling 0.
- Of the total power, the clock network draws between 30% and 40%.
- The delay of the slowest cell on the worst path reads around 0.68 ns.
- The synthesized netlist cell count reads roughly 250.
- In the CTS report, the clock slew at the register clock pins of the worst setup and hold paths is listed as roughly 0.07 ns.
- The remaining antenna violation count after routing is 0.
- The global-route wire length before repair reads slightly below 9000 µm.
- The required time of the worst setup path is 3.04 ns.
[logic make-up (layout without fill, tap and decap cells)]
logic type	after synthesis	count (layout)	synth area share [%]
and+or+nand+nor	102	102	20.5
other	1	1	0.139
xor gates and xnor gates	17	17	5.52
adders and majority gates	5	5	2.32
DFF	57	57	52.9
buffers and inverters	20	53	3.62
muxes	8	8	3.20
AOI/OAI and AO/OA	44	44	11.7
[flip-flops by register name, summed over array words and instances (netlist names), named ones only]
register / cells
dly_en_clk: 1
state: 5
data_bus: 8
lcd_rs: 1
cnt_init: 22
index_char: 5
lcd_e: 1
cnt_en_clk: 10
[worst register-to-register path: stages, from the launching register on]
cell	delay [ns]
dfrtp_1	0.50
nand4_2	0.18
or4_1	0.68
or4_1	0.45
a211oi_1	0.23
[synth_stat cells, drive strengths merged, types with 2 or more instances]
cell type  number  area (µm²)
a211o           2        17.5
a211oi          7        52.6
a21o            4        30.0
a31oi           5        31.3
and3            7        43.8
buf             7        48.8
clkbuf          6        22.5
dfrtp          56        1400
ha              5        62.6
inv             7        26.3
mux2            5        56.3
mux2i           3        30.0
nand2          22        82.6
nand3          16        92.6
nand4           9        68.8
nor2           14        52.6
nor2b           2        12.5
nor3           13        65.1
nor3b           2        15.0
o2111ai         2        17.5
o211ai          2        15.0
o21ai           8        40.0
o21bai          2        15.0
o31ai           5        37.5
or3             6        37.5
or4             5        37.5
xnor2          10        87.6
xor2            7        61.3
[power groups by stage]
| stage | clock (mW) | sequential, mW | combinational [mW] |
|---|---|---|---|
| 6_report | 0.828 | 0.992 | 0.292 |
| 5_1_grt | 0.893 | 1.00 | 0.333 |
| 4_1_cts | 0.849 | 0.993 | 0.299 |
[layer usage]
layer | track usage, % | vias up | wire length (µm)
li1 | - | 985 | -
met5 | 0 | - | 0
met2 | 24.1 | 37 | 2160
met1 | 24.3 | 942 | 2530
met4 | 2.51 | 0 | 55
met3 | 4.72 | 7 | 262
[metrics by stage]
step | total power, mW | std cells
floorplan | 1.10 | 254
global placement | 1.30 | 348
detailed placement | 1.30 | 348
CTS | 2.14 | 364
global route | 2.23 | 364
finish | 2.11 | 364
[worst min-delay path by stage]
stage	cells past startpoint	end	from
6_report	1	cnt_en_clk[8]	rst
4_1_cts	1	data_bus[2]	rst
5_1_grt	1	cnt_en_clk[8]	rst
[final cells by class]
cell class              count  area (µm²)  share of cell area [%]
clock buffers              11         131                    4.08
flip-flops and latches     57        1430                    44.4
inverters                   7        26.3                   0.817
well taps                  77        96.3                    2.99
multi-input cells         177        1170                    36.4
repair buffers             30         283                    8.79
clock inverters             5        80.1                    2.49
Power figures rest on the tool's default switching activity, not on a simulated workload.
